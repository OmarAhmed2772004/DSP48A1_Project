<file path="flow/run.sh">
#!/bin/bash
# OpenROAD 26Q1-2900-gdf79404cd8, Yosys 0.63+post, stock flow scripts
make -C /OpenROAD-flow-scripts/flow DESIGN_CONFIG=/design/flow/config.mk WORK_HOME=/design/flow/orfs finish
</file>
<file path="flow/config.mk">
export PLATFORM = sky130hd
export DESIGN_NAME = DSP_TOP
export DESIGN_NICKNAME = DSP_TOP
export VERILOG_FILES = /design/flow/design.v
export SDC_FILE = /design/flow/constraint.sdc
export NUM_CORES = 4
export LEC_CHECK = 1
export CORE_UTILIZATION = 50
</file>
<file path="flow/constraint.sdc">
current_design DSP_TOP

set clk_period 16.4
set clk_io_pct 0.2

create_clock -name clk0 -period $clk_period [get_ports {clk}]

set non_clock_inputs [all_inputs -no_clocks]
set_input_delay [expr $clk_period * $clk_io_pct] -clock clk0 $non_clock_inputs
set_output_delay [expr $clk_period * $clk_io_pct] -clock clk0 [all_outputs]
</file>
<file path="flow/design.v">
module DSP_TOP(
  A, B, BCIN, BCOUT, C, D, carryin, M, clk, opmode, P, PCIN, PCOUT,
  carryout, carryoutF, RSTA, RSTB, RSTC, RSTD, RSTM, RSTCARRYIN,
  RSTOPMODE, RSTP, CEA, CEB, CEC, CECARRYIN, CED, CEM, CEP, CEOPMODE
);
  input RSTA, RSTB, RSTC, RSTD, RSTM, RSTCARRYIN, RSTOPMODE, RSTP;
  input CEA, CEB, CEC, CECARRYIN, CED, CEM, CEP, CEOPMODE;
  input [17:0] A, B, D, BCIN;
  input [47:0] C;
  input clk, carryin;
  input [7:0] opmode;
  input [47:0] PCIN;
  output reg [35:0] M;
  output reg [47:0] P, PCOUT;
  output reg carryout, carryoutF;
  output reg [17:0] BCOUT;
  parameter A0REG = 0, A1REG = 1, B0REG = 0, B1REG = 1;
  parameter CREG = 1, DREG = 1, MREG = 1, PREG = 1;
  parameter CARRYINREG = 1, CARRYOUTREG = 1, OPMODEREG = 1;
  parameter CARRYINSEL = "OPMODE[5]";
  parameter B_INPUT = "DIRECT";
  parameter RSTTYPE = "SYNC";
  reg [17:0] A_out, A_out2, D_out, B_out, B_out2, B_out3, B2;
  reg [47:0] out_mux_x, out_mux_z;
  reg CIN, COUT;
  reg [47:0] post_adder_out;
  reg [7:0] opmode_out;
  reg Carry_Cascade_out;
  reg [47:0] C_out;
  reg [35:0] M_out, M_out_mult;
  wire [17:0] A1_out, A1_out2, D1_out, B1_out, B1_out3;
  wire CIN1, carryout1;
  wire [35:0] M1_out;
  wire [47:0] P1, C1_out;
  wire [7:0] opmode1;
  pipeline #(8) m0 (.reset(RSTOPMODE), .clk(clk), .enable(CEOPMODE), .Q(opmode1), .D(opmode));
  pipeline m1 (.reset(RSTA), .clk(clk), .enable(CEA), .Q(A1_out), .D(A));
  pipeline m2 (.reset(RSTA), .clk(clk), .enable(CEA), .Q(A1_out2), .D(A_out));
  pipeline m3 (.reset(RSTD), .clk(clk), .enable(CED), .Q(D1_out), .D(D));
  pipeline m4 (.reset(RSTB), .clk(clk), .enable(CEB), .Q(B1_out), .D(B2));
  pipeline m5 (.reset(RSTB), .clk(clk), .enable(CEB), .Q(B1_out3), .D(B_out2));
  pipeline #(36) m6 (.reset(RSTM), .clk(clk), .enable(CEM), .Q(M1_out), .D(M_out_mult));
  pipeline #(48) m7 (.reset(RSTC), .clk(clk), .enable(CEC), .Q(C1_out), .D(C));
  pipeline #(1) m8 (.reset(RSTCARRYIN), .clk(clk), .enable(CECARRYIN), .Q(CIN1), .D(Carry_Cascade_out));
  pipeline #(1) m9 (.reset(RSTCARRYIN), .clk(clk), .enable(CECARRYIN), .Q(carryout1), .D(COUT));
  pipeline #(48) m10 (.reset(RSTP), .clk(clk), .enable(CEP), .Q(P1), .D(post_adder_out));
  always @(*) begin
    opmode_out = OPMODEREG ? opmode1 : opmode;
    A_out  = A0REG ? A1_out : A;
    A_out2 = A1REG ? A1_out2 : A_out;
    D_out  = DREG ? D1_out : D;
    case (B_INPUT)
      "DIRECT":  B2 = B;
      "CASCADE": B2 = BCIN;
      default:   B2 = 0;
    endcase
    B_out = B0REG ? B1_out : B2;
    if (opmode_out[4] == 1) begin
      case (opmode_out[6])
        1'b0: B_out2 = D_out + B_out;
        1'b1: B_out2 = D_out - B_out;
      endcase
    end else begin
      B_out2 = B_out;
    end
    B_out3 = B1REG ? B1_out3 : B_out2;
    BCOUT = B_out3;
    M_out_mult = B_out3 * A_out2;
    M_out = MREG ? M1_out : M_out_mult;
    M = ~(~M_out);
    case (opmode_out[1:0])
      2'b00: out_mux_x = 0;
      2'b01: out_mux_x = { {12{M_out[35]}}, M_out };
      2'b10: out_mux_x = P1;
      2'b11: out_mux_x = {D_out[11:0], A, B};
    endcase
    C_out = CREG ? C1_out : C;
    case (opmode_out[3:2])
      2'b00: out_mux_z = 0;
      2'b01: out_mux_z = PCIN;
      2'b10: out_mux_z = P1;
      2'b11: out_mux_z = C_out;
    endcase
    Carry_Cascade_out = (CARRYINSEL == "OPMODE[5]") ? opmode_out[5] : (CARRYINSEL == "CARRYIN") ? carryin : 0;
    CIN = CARRYINREG ? CIN1 : Carry_Cascade_out;
    if (opmode_out[7])
      {COUT, post_adder_out} = out_mux_z - (out_mux_x + CIN);
    else
      {COUT, post_adder_out} = out_mux_z + out_mux_x;
    carryout = CARRYOUTREG ? carryout1 : COUT;
    carryoutF = carryout;
    P = PREG ? P1 : post_adder_out;
    PCOUT = P;
  end
endmodule
module pipeline(D, clk, enable, reset, Q);
  parameter F = 18;
  input [F-1:0] D;
  input clk, enable, reset;
  output reg [F-1:0] Q;
  parameter RSTTYPE = "SYNC";
  generate
    if (RSTTYPE == "SYNC") begin
      always @(posedge clk) begin
        if (reset) Q <= 0;
        else if (enable) Q <= D;
      end
    end else begin
      always @(posedge clk or posedge reset) begin
        if (reset) Q <= 0;
        else if (enable) Q <= D;
      end
    end
  endgenerate
endmodule
</file>
==> Changelog: implementation <==
### Changed

* Number of CTS-inserted buffers at 17
* Internal Pwr Total at ~1.2 mW
* Yosys cell count at between 3000 and 4000
* GP Congestion at between 0.9 and 1
* Ranking of synthesized cells by area: fa_1, dfxtp_1, ha_1
* YS chip area at around 27000 sq um
* Hold Path Origin: m5.Q[12]$_SDFFE_PP0P_
* Init Core Util at about half
* R2r startpoint: m2.Q[3]$_SDFFE_PP0P_
* Latency at later pin at 0.52 ns
* Highest Clock Rate at about 120 MHz
* Commonest flop: dfxtp_1
* Via count at between 20000 and 25000
* Filler cells at 4752
* Status: finished clean
* Area fraction in xor and xnor cells at under 10%
* Core area at approximately 54000 sq um
* Cycle use final at between 50% and 60%
* Hold_buf cts at 0
* Final worst slack at 8.07 ns
* Die Ht at about 240 um
* Arr. time, crit path at around 9 ns
* # port buffers at 326
* Pwr/cell area at a little under 70 nW/um^2
* Via/cell ratio at between 5 and 6
* Ys flops at approximately 200
* Psw at approximately 0.9 mW
* Total track usage at around a third
* Setup crit start: B[14]
* Post-synth cell types at 76
* Chip Area at approximately 56000 sq um
* Diodes inserted at 0
* Starting DRC count in detailed routing at roughly 1300
* Post-Route WL at about 90000 um
* Critical path peak fanout at 8
* Placement Setup Slack at 7.71 ns
* Multiplexer share at 8.63%
* DRC Markers at 0
* Crit Path Class: in2reg
* Antenna Violating Nets Remaining at 0
* Post-route setup TNS at 0 ns
* Warning count from the yosys run at 6
* Yosys aoi share at between 15 and 20%
* Largest net degree at the start of global routing at around 63
* RSZ-0062 raised after global routing: no
* Deepest clock path buffer count at 2
* Drt pass-1 iters at 5
* Top cells by count: inv_1, nand2_1, nor2_1, ha_1, fa_1
* OpenROAD warning count at ~90
* Io pins at around 350
* Hold crit path type: reg2reg
* Crit end category: flip-flop
* # Max-Cap Violations at 0
* Clock-pin slew on the worst setup and hold paths at 0.09 ns
* H-tree levels at 4
* Wire per inst at 21.0 um
* Final slew viol count at 0
* Post-cts repair resize count at 0
* Slew HR at roughly two fifths
* Final setup fails at 0
* Die width at about 240 um
* Reg2reg setup slack at 8.99 ns
* Crit path time final at about 8.3 ns
* Leak at around 15 nW
* Critical Path Start Type: input port
* Post-detail-place hpwl at ~71000 um
* Fa+ha+maj area frac at between 30% and 40%
* Initial antenna violation count at 1
* Gate power share at 51.4%
* Vias in the first global route at between 20000 and 25000
* VDD IR-drop max at around 0.090 mV
* Grt total ovfl at 0
* Number of enable flip-flop cells at 0
* Synth top cell by count: inv_1
* Final hold vios at 0
* Synth area leader: fa_1
* Simple Share, Synth at around 16%
* Critical path required time at 16.82 ns
* Post-synthesis cell count at between 3000 and 4000
* CTS tree: yes
* Clock share of power at roughly a fifth
* First-pass GRT wire length at around 140000 um
* Sequential power share at 27.3%
* Area grow syn2layout at 14.5%
* Asr flop ratio synth at 0%
* Sequential area share after synthesis at between 10 and 15%
* Num rows at ~85
* Slew of the pin with the lowest slew margin at about 0.9 ns
* Ratio of cells with drive above 1 in the final layout at 5.69%
* Root buffer cell: clkbuf_16
* Final Skew at ~0.017 ns
* Syn Std Cell Area at 27400 sq um
* Net Sw Frac at a little over two fifths
* CTS Sinks at just under 200
* Comb area leader: adder cells
* Area leader share at between 10% and 20%
* Post-CTS Setup Bufs at 0
* Synthesized area per cell at about 8 sq um
## cells in the final DEF, fill, tap and decap left out, drive strengths merged, types with 77 or more instances in the layout
| cell type | instances |
|---|---|
| a21oi | 152 |
| a22o | 77 |
| and2 | 144 |
| clkdlybuf4s50 | 320 |
| dfxtp | 196 |
| fa | 260 |
| ha | 268 |
| inv | 455 |
| mux2 | 84 |
| mux2i | 142 |
| nand2 | 316 |
| nor2 | 284 |
| o21ai | 81 |
| xnor2 | 90 |
## area by class of cell
cell class / instances / area (sq um) / share of cell area, %
multi-input cells: 2447 / 20800 / 66.1
inverters: 448 / 1680 / 5.35
clock buffers: 17 / 425 / 1.35
repair buffers: 374 / 3600 / 11.4
clock inverters: 15 / 159 / 0.506
flip-flops and latches: 196 / 3930 / 12.5
well taps: 696 / 871 / 2.77
## layer usage
metal | vias up | track usage, % | routed length (um)
li1 | 11314 | - | -
met1 | 11405 | 44.2 | 35900
met2 | 749 | 54.4 | 41600
met3 | 148 | 9.62 | 6970
met4 | 2 | 10.8 | 3560
met5 | - | 0 | 13
## state kept, by name, summed over array words and instances, names as in the netlist
signal  count
m7.Q       48
m3.Q       18
m10.Q      48
m0.Q        8
m6.Q       36
m8.Q        1
m2.Q       18
m9.Q        1
m5.Q       18
## power groups by stage
stage	Clock [mW]	Sequential [mW]	Combinational, mW
CTS	0.466	0.581	1.09
global route	0.479	0.588	1.21
finish	0.452	0.581	1.09
## kinds of logic (layout without fill, tap and decap cells)
group                      after synthesis  count (layout)
AOI/OAI and AO/OA                      619             619
xor gates and xnor gates               139             139
adders and majority gates              528             528
buffers and inverters                  688             854
DFF                                    196             196
muxes                                  226             226
and+or+nand+nor                        935             935
## critical path: stages
cell and delay [ns]:
clkdlybuf4s50_1 0.72, mux2_2 0.45, a22o_1 0.20, ha_1 0.37, inv_1 0.15, ha_1 0.50
nand2_1 0.16, nor2_1 0.17, nand2_1 0.07, o31ai_1 0.64, nor3_1 0.20, o21ai_1 0.49
a31oi_2 0.29, o31ai_1 0.64, xor2_1 0.14, a311oi_1 0.28
## worst paths after layout
kind,end,depth (start not counted)
worst min register to register,m5.Q[12]$_SDFFE_PP0P_,2
worst max-delay path,m9.Q$_SDFFE_PP0P_,16
worst max register to register,m6.Q[35]$_SDFFE_PP0P_,21
worst min-delay path,m5.Q[12]$_SDFFE_PP0P_,2
## stage by stage
| step | total power [mW] | util, % | area [sq um] | hold WS [ns] | instances |
|---|---|---|---|---|---|
| after floorplan | 1.29 | - | 27400 | 0.425 | 3331 |
| final | 2.12 | 58.2 | 31400 | 0.489 | 4193 |
| after detailed placement | 1.67 | 57.1 | 30800 | 0.469 | 4161 |
| after global placement | 1.67 | 57.1 | 30800 | 0.467 | 4161 |
| after global routing | 2.27 | 58.2 | 31400 | 0.511 | 4193 |
| after CTS | 2.14 | 58.2 | 31400 | 0.486 | 4193 |
Power is estimated from default activity; no workload was simulated.
